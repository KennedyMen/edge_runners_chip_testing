==> flow/design.v <==
module arc_tan(
  input   logic   signed [10:0]  Gx, Gy,
  output  logic          [1:0]   angle  
);
  logic [10:0] Gx_u, Gy_u;  
  logic [21:0] Gx_cl, Gx_ch;  
  logic [21:0] Gy_c;  
  always_comb begin
    angle = 2'b00; 
    Gx_u  = Gx[10] ? (~Gx + 1'b1) : Gx;
    Gy_u  = Gy[10] ? (~Gy + 1'b1) : Gy;
    Gx_cl = Gx_u * 424;
    Gx_ch = Gx_u * 2472;
    Gy_c = (Gy_u << 10);
    if (Gx == 0 && Gy == 0) begin
      angle = 2'b00; 
    end
    else if (Gx == 0) begin
      angle = 2'b10; 
    end
    else if (Gy == 0) begin
      angle = 2'b00; 
    end
    else begin
      if      (Gy_c <= Gx_cl) angle = 2'b00;
      else if (Gy_c >= Gx_ch) angle = 2'b10;
      else begin
        if (((Gx > 0) && (Gy > 0)) || ((Gx < 0) && (Gy < 0))) 
          angle = 2'b01;
        else  
          angle = 2'b11;
      end 
    end
  end
endmodule: arc_tan
==> flow/run.sh <==
#!/bin/bash
# OpenROAD 26Q1-2900-gdf79404cd8, Yosys 0.63+post, stock flow scripts
make -C /OpenROAD-flow-scripts/flow DESIGN_CONFIG=/design/flow/config.mk WORK_HOME=/design/flow/orfs finish
==> flow/config.mk <==
export PLATFORM = sky130hd
export DESIGN_NAME = arc_tan
export DESIGN_NICKNAME = arc_tan
export VERILOG_FILES = /design/flow/design.v
export SDC_FILE = /design/flow/constraint.sdc
export NUM_CORES = 4
export LEC_CHECK = 1
export CORE_UTILIZATION = 50
==> flow/constraint.sdc <==
current_design arc_tan

set clk_period 11.0
set clk_io_pct 0.2

create_clock -name clk0 -period $clk_period

set non_clock_inputs [all_inputs -no_clocks]
set_input_delay [expr $clk_period * $clk_io_pct] -clock clk0 $non_clock_inputs
set_output_delay [expr $clk_period * $clk_io_pct] -clock clk0 [all_outputs]
==> impl_metrics.yaml <==
# implementation run metrics
outcome:
  outcome: "finished, final reports clean"
finish:
  clkbuf_count: 0
  area_growth_pct: 24.5
  final_cells: 622
  final_util_pct: 64.8
  regArea_um2: 0
  flops: 0
  drive_gt1_share_pct: 17.0
route:
  route.vias.total: 3250
  ant_nets: 0
  via_per_inst: 5.23
  drt-initial-drc-count: 76
  wirelength_um: 8650
  antenna-diode-count: 0
  drt_pass1_iterations: 6
  wl_per_cell_um: 13.9
  drc: 0
setup_path:
  cp.required_ns: 8.80
  path_class: "in2out"
  critPathCaptureType: "output pin"
  cp_max_fo: 5
  cpLargestDelayFamily: "adder cells"
  cpMostUsedCell: "ha_1"
  cp.arrival_ns: 8.56
  worstPathBufferInverterCount: 7
  max_stage_delay_ns: 0.53
  cp-start-kind: "primary input"
  worst_path_max_delay_cell: "fa_1"
yosys:
  synthDistinctLibCells: 49
  ys_seq_share_pct: 0
  syn_inst: 459
  syn_area_um2: 3800
  yosys_cells: 459
  synth_warnings: 1
  synth-area-yosys_um2: 3800
  syn-mean-instance-area_um2: 8.27
global_route:
  grt_use_met1_pct: 33.2
  grt_pass1_vias: 2942
  antenna_found_initial: 0
  grt_max_degree: 14
  use_met2_pct: 41.1
  grt_util_all_layers_pct: 23.2
  grt_first_pass_wirelength_um: 13700
  grt_use_met3_pct: 2.72
  grt_most_used_layer: "met2"
  grt_remaining_overflow: 0
placement:
  place_inst: 618
  hpwlAfterDp_um: 7800
  gp_congestion: 0.913
  portBuffers: 24
final_timing:
  hold_violations: 0
  max-slew-margin-rel_pct: 53.3
  worst_pin_slew_ns: 0.699
  period_needed_ns: 10.76
  slew_viol_final: 0
  fin_setup_tns_ns: 0
  clock.fmax_mhz: 93.0
  period_used_pct: 97.8
  timing.final.setup_violations: 0
power:
  p_per_area_nw_per_um2: 305
  ir_drop_mv: 0.239
  p_leak_nw: 2.41
min_path:
  min_path_type: "in2out"
  min-delay-start: "Gy[9]"
  hold_end: "angle[1]"
  holdPathStages: 4
floorplan:
  die_y_um: 89.1
  io_pins: 24
  fp-utilization_pct: 52.1
  die_area_um2: 7950
  die_w_um: 89.1
  fp.coreArea_um2: 7290
  row_count: 31
clock_tree:
  hold_buffers: 0
job:
  maxCapViolCount: 0
  warning_count: 34
-- metrics by stage --
| step | worst slack [ns] | total power, mW | hold slack [ns] | area, um^2 |
|---|---|---|---|---|
| floorplan | 1.14 | 0.915 | 4.50 | 3800 |
| detailed placement | -0.109 | 1.27 | 5.65 | 4440 |
| finish | 0.242 | 1.44 | 5.36 | 4720 |
| global route | -0.0455 | 1.64 | 5.41 | 4720 |
| CTS | 0.0158 | 1.30 | 5.65 | 4460 |
| global placement | -0.182 | 1.26 | 5.64 | 4440 |
-- Yosys cell counts (2+ instances only) --
master	instances	area [um^2]
o41a_1	2	22.5
nor3_1	11	55.1
o211a_1	2	20.0
a31oi_1	3	18.8
a211oi_1	6	45.0
inv_1	100	375
o21ai_0	19	95.1
nor2b_1	2	12.5
and3_1	3	18.8
nand3_1	5	25.0
a311oi_1	2	17.5
nand2_1	25	93.8
nand2b_1	5	31.3
fa_1	36	721
a21oi_1	21	105
nor2_1	20	75.1
o31ai_1	6	45.0
a21o_1	6	45.0
xor2_1	15	131
o21a_1	7	52.6
or2_2	3	18.8
or4b_1	2	20.0
nand4_1	4	25.0
ha_1	101	1260
clkbuf_1	2	7.51
xnor2_1	26	228
o41ai_1	3	26.3
-- area by class of cell --
type                       count  area [um^2]
inverter                     100          375
tap                           99          124
timing repair buffer          66          563
multi-input combinational    357         3660
fill                         647         2570
-- cell families after synthesis --
| group | count (synthesis) | synth area share [%] |
|---|---|---|
| buffers and inverters | 102 | 10.1 |
| xor gates and xnor gates | 41 | 9.46 |
| AOI/OAI and AO/OA | 88 | 15.7 |
| and+or+nand+nor | 90 | 12.2 |
| adders and majority gates | 137 | 52.3 |
| muxes | 1 | 0.297 |
-- worst max-delay path by stage --
stage	slack [ns]	endpoint	start	cells after the start
after global routing	-0.05	angle[0]	Gx[1]	29
final	0.24	angle[0]	Gx[1]	25
after CTS	0.02	angle[1]	Gx[0]	28
-- tightest hold or removal path, stage by stage --
cell and delay [ns]:
clkdlybuf4s50_1 0.45, nor3_1 0.28, a221oi_2 0.11, dlymetal6s2s_1 0.13
-- metal layers --
layer | vias to the layer above | wire length, um
li1 | 1690 | -
met2 | 41 | 4270
met3 | 2 | 302
met4 | 0 | 5
met5 | - | 0
met1 | 1517 | 4070
-- cells in the final DEF, fill, tap and decap left out, types with 5 or more instances in the layout --
| cell type | netlist | layout |
|---|---|---|
| nor3_1 | 11 | 8 |
| inv_1 | 100 | 97 |
| nor2_1 | 20 | 19 |
| nand3_1 | 5 | 5 |
| nand2_1 | 25 | 25 |
| a21oi_1 | 21 | 17 |
| clkdlybuf4s50_1 | 0 | 21 |
| o21ai_0 | 19 | 9 |
| xnor2_1 | 26 | 24 |
| nand2b_1 | 5 | 5 |
| o31ai_1 | 6 | 5 |
| o21a_1 | 7 | 7 |
| a21o_1 | 6 | 6 |
| buf_4 | 0 | 42 |
| fa_1 | 36 | 35 |
| o21ai_1 | 1 | 7 |
| ha_1 | 101 | 94 |
| xor2_1 | 15 | 15 |
-- power breakdown --
part | switching, mW | internal (mW) | total (mW) | leakage (nW)
Sequential | 0 | 0 | 0 | 0
Clock | 0 | 0 | 0 | 0
Combinational | 0.764 | 0.677 | 1.44 | 2.41
-- what timing repair did --
action / in CTS / in global routing
buffers inserted: 0 / 4
gates resized: 7 / 52
endpoints found under the setup margin: 2 / 2
pin swaps: 2 / 25
gates cloned: 0 / 0
Power is estimated from default activity; no workload was simulated.
